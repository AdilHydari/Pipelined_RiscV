===== /design/flow/design.v =====
typedef enum logic [6:0] {
    OPCODE_LUI     = 7'b0110111,
    OPCODE_AUIPC   = 7'b0010111,
    OPCODE_JAL     = 7'b1101111,
    OPCODE_JALR    = 7'b1100111,
    OPCODE_BRANCH  = 7'b1100011,
    OPCODE_LOAD    = 7'b0000011,
    OPCODE_STORE   = 7'b0100011,
    OPCODE_ALUIMM  = 7'b0010011,
    OPCODE_ALUREG  = 7'b0110011,
    OPCODE_SYSTEM  = 7'b1110011
} opcode_e;
typedef enum logic [2:0] {
    FUNCT3_ADD_SUB = 3'b000,
    FUNCT3_SLL     = 3'b001,
    FUNCT3_SLT     = 3'b010,
    FUNCT3_SLTU    = 3'b011,
    FUNCT3_XOR     = 3'b100,
    FUNCT3_SRX     = 3'b101,  
    FUNCT3_OR      = 3'b110,
    FUNCT3_AND     = 3'b111,
    FUNCT3_BEQ     = 3'b000,
    FUNCT3_BNE     = 3'b001,
    FUNCT3_BLT     = 3'b100,
    FUNCT3_BGE     = 3'b101,
    FUNCT3_BLTU    = 3'b110,
    FUNCT3_BGEU    = 3'b111,
    FUNCT3_LB      = 3'b000,
    FUNCT3_LH      = 3'b001,
    FUNCT3_LW      = 3'b010,
    FUNCT3_LBU     = 3'b100,
    FUNCT3_LHU     = 3'b101,
    FUNCT3_SB      = 3'b000,
    FUNCT3_SH      = 3'b001,
    FUNCT3_SW      = 3'b010,
    FUNCT3_MUL     = 3'b000,
    FUNCT3_MULH    = 3'b001,
    FUNCT3_MULHSU  = 3'b010,
    FUNT3_MULHU    = 3'b011,
    FUNCT3_DIV     = 3'b100,
    FUNCT3_DIVU    = 3'b101,
    FUNCT3_REM     = 3'b110,
    FUNCT3_REMU    = 3'b111
} funct3_e;
typedef enum logic [6:0] {
    FUNCT7_ADD  = 7'b0000000,
    FUNCT7_SUB  = 7'b0100000,
    FUNCT7_SLL  = 7'b0000000,
    FUNCT7_SLT  = 7'b0000000,
    FUNCT7_SLTU = 7'b0000000,
    FUNCT7_XOR  = 7'b0000000,
    FUNCT7_SRL  = 7'b0000000,
    FUNCT7_SRA  = 7'b0100000,
    FUNCT7_OR   = 7'b0000000,
    FUNCT7_AND  = 7'b0000000,
    FUNCT7_MUL    = 7'b0000001,
    FUNCT7_MULH   = 7'b0000001,
    FUNCT7_MULHSU = 7'b0000001,
    FUNCT7_MULHU  = 7'b0000001,
    FUNCT7_DIV    = 7'b0000001,
    FUNCT7_DIVU   = 7'b0000001,
    FUNCT7_REM    = 7'b0000001,
    FUNCT7_REMU   = 7'b0000001
} funct7_e;
typedef enum logic [11:0] {
    CSR_RDCYCLE    = 12'hC00,
    CSR_RDCYCLEH   = 12'hC80,
    CSR_RDINSTRET  = 12'hC02,
    CSR_RDINSTRETH = 12'hC82,
    SYSTEM_ECALL    = 12'h000,
    SYSTEM_EBREAK   = 12'h001
} csr_e;
module alu (
  input [4:0] alu_function,
  input signed [31:0] in1,
  input signed [31:0] in2,
  output logic result,
  output       zero_flag
);
assign zero_flag = (result == 32'b0);
always_comb begin
  result = 32'b0;
  case(alu_function)
    5'b00001: result = in1 + in2;
    5'b00010: result = in1 - in2;
    5'b00011: result = in1 << in2[4:0];
    5'b00100: result = in1 >> in2[4:0];
    5'b00101: result = in1 >>> in2[4:0];  
    5'b00110: result = {31'b0, in1 == in2};  
    5'b00111: result = {31'b0, in1 < in2};  
    5'b01000: result = {31'b0, $unsigned(in1) < $unsigned(in2)};  
    5'b01001: result = in1 ^ in2;  
    5'b01010: result = in1 | in2;  
    5'b01011: result = in1 & in2;  
            default:
                result = 32'b0;
        endcase
    end
endmodule

===== /design/flow/run.sh =====
#!/bin/bash
# OpenROAD 26Q1-2900-gdf79404cd8, Yosys 0.63+post, stock flow scripts
make -C /OpenROAD-flow-scripts/flow DESIGN_CONFIG=/design/flow/config.mk WORK_HOME=/design/flow/orfs finish

===== /design/flow/config.mk =====
export PLATFORM = sky130hd
export DESIGN_NAME = alu
export DESIGN_NICKNAME = alu
export VERILOG_FILES = /design/flow/design.v
export SDC_FILE = /design/flow/constraint.sdc
export NUM_CORES = 4
export LEC_CHECK = 1
export CORE_AREA = 10 10 114 114
export DIE_AREA = 0 0 124 124

===== /design/flow/constraint.sdc =====
current_design alu

set clk_period 4.5
set clk_io_pct 0.2

create_clock -name clk0 -period $clk_period

set non_clock_inputs [all_inputs -no_clocks]
set_input_delay [expr $clk_period * $clk_io_pct] -clock clk0 $non_clock_inputs
set_output_delay [expr $clk_period * $clk_io_pct] -clock clk0 [all_outputs]

==> results.toml <==
# physical design summary
[sta]
final_min_period_over_clock_period_pct = 96.56
max_slew_margin_pct = 75.56
hold_viol = 0
slew_viol_final = 0
period_minus_slack_ns = 4.345
rsz0062_at_grt = "false"
holdWs_ns = 3.001
setup_violations = 0
fmax_mhz = 230.1
worst_slew_pin_slew_ns = 0.3632
final.setup.tns_ns = 0

[drt]
first_pass_iters = 4
vias_per_cell = 3.810
antenna_cells = 0
vias = 1425
wirelength_um = 5050
drt_iter0_markers = 61
wl_per_cell_um = 13.50
drtAntennaViolNets = 0
drcViolationCount = 0

[critical_path]
cpMaxStageDelayCell = "clkdlybuf4s50_1"
cp.arrival_ns = 3.45
cp_cell_sequence = "clkdlybuf4s50_1 -> inv_1 -> ha_1 -> a21oi_1 -> o21ai_0 -> a221o_1 -> a211o_2 -> a31oi_1 -> a211o_1 -> clkdlybuf4s50_1"
cp_max_fo = 2
crit_type = "in2out"
crit_top_cell = "clkdlybuf4s50_1"
worstSetupEndpointType = "output pin"
cp_slowest_stage_delay_ns = 0.49
required_ns = 3.60
critPathLaunchType = "input pin"

[pwr]
p_per_area_nw_per_um2 = 80.23
p_total_uw = 176.1
cellLeakagePower_uw = 0.001000
ir_drop_v = 0.00003122

[finish]
layout.cells.most_common = "clkdlybuf4s50_1"
ff_count = 0
syn2layout_area_growth_pct = 74.87
fillers = 1135
drive_gt1_share_pct = 5.882
nClkBuffers = 0
lay_top_cells = "clkdlybuf4s50_1, inv_1, ha_1"
seq_area_sq_um = 0

[logic_synthesis]
top_cells_by_area = "ha_1, mux4_1, inv_1"
avgSynthCellArea_sq_um = 7.747
yosys_warnings = 1
synth.distinct_cells = 30
yosysTopAreaCell = "ha_1"
synth.top_cell.area_share_pct = 33.90
ys_seq_share_pct = 0
syn-cell-area_sq_um = 1255
netlist_instances = 162
yosys_area_sq_um = 1255
ys_cells = 162

[min_path]
hold_depth = 4
min_from = "alu_function[4]"
whs_endpoint = "zero_flag"
hold_path_class = "in2out"

[floorplanning]
io_pins = 71
fp.coreArea_sq_um = 10420
die_w_um = 124
fp_util_pct = 12.05
dieArea_sq_um = 15380
rows = 37
die_h_um = 124

[global_routing]
grt_overflow = 0
grt_max_degree = 11
grt_first_pass_wirelength_um = 7831
grt_usage_pct = 6.383
antenna_found_initial = 0
grt_pass1_vias = 1548

[clocking]
postCtsHoldBufs = 0
cts_setup_buffers = 0

[run_status]
status = "finished, final reports clean"

[flow_run]
tool_warnings = 34
max-cap-violations = 0

[placed_design]
place.gp.congestion = 0.8137
hpwl_um = 4698
io_buffers = 71
[layer usage]
metal | share of wire [%] | track usage (%)
met1 | 48 | 8.904
met2 | 47 | 10.76
met3 | 4.9 | 1.102
met4 | 0 | 0
met5 | 0 | 0
[worst max-delay path by stage]
stage | start | to | depth (start not counted)
4_1_cts | in2[27] | result | 10
5_1_grt | in2[14] | result | 10
6_report | in2[7] | result | 10
[per-stage QoR]
stage               cell area [sq um]  utilization, %  worst slack, ns  instances
global placement                 2182           20.95          0.08763        374
CTS                              2182           20.95          0.08907        374
detailed placement               2182           20.95          0.09155        374
floorplan                        1255               -            1.230        162
finish                           2195           21.07           0.1549        374
global route                     2195           21.07         0.008371        374
[worst max-delay path: cells and delay by family]
| kind | cells | cell delay [ns] |
|---|---|---|
| AOI/OAI and AO/OA | 6 | 1.30 |
| buffers and inverters | 3 | 0.98 |
| adders and majority gates | 1 | 0.28 |
[synthesized netlist by cell type (2+ instances only)]
cell     count
inv_1       35
ha_1        34
a21oi_1     18
nand2_1     14
nand4_1      8
mux4_1       7
nand3_1      7
nor2_1       6
o21ai_0      6
nor4_1       3
a31oi_1      2
mux2i_1      2
nand3_2      2
nor4b_1      2
[logic make-up (layout without fill, tap and decap cells)]
| group | Yosys count | count (layout) | synth area share (%) |
|---|---|---|---|
| AOI/OAI and AO/OA | 33 | 33 | 15.36 |
| adders and majority gates | 34 | 34 | 33.90 |
| buffers and inverters | 37 | 113 | 11.96 |
| muxes | 10 | 10 | 18.05 |
| and+or+nand+nor | 48 | 48 | 20.74 |
[where the power goes]
part           internal [uW]  total [uW]  leakage [uW]  switching [uW]
logic                    105         176       0.00100            70.9
clock network              0           0             0               0
registers                  0           0             0               0
total                    105         176       0.00100            70.9
[area by class of cell]
type | count | area, sq um | share of cell area (%)
tap | 136 | 170.2 | 7.754
timing repair buffer | 78 | 775.7 | 35.35
inverter | 35 | 131.4 | 5.986
multi-input combinational | 125 | 1117 | 50.91
[timing repair]
item,in CTS,in global routing
endpoints found under the setup margin,0,2
resized,0,2
hold endpoints to repair,0,0
No activity file was given, so power comes from the tool's default toggle rates.
